$ cat ./config.mk
export PLATFORM = sky130hd
export DESIGN_NAME = ALU
export DESIGN_NICKNAME = ALU
export VERILOG_FILES = /design/flow/design.v
export SDC_FILE = /design/flow/constraint.sdc
export NUM_CORES = 4
export LEC_CHECK = 1
export CORE_UTILIZATION = 30
$ cat ./constraint.sdc
current_design ALU

set clk_period 22.3
set clk_io_pct 0.2

create_clock -name clk0 -period $clk_period

set non_clock_inputs [all_inputs -no_clocks]
set_input_delay [expr $clk_period * $clk_io_pct] -clock clk0 $non_clock_inputs
set_output_delay [expr $clk_period * $clk_io_pct] -clock clk0 [all_outputs]
$ cat ./design.v
module ALU (
    input logic [31:0] A,
    input logic [31:0] B,
    input logic [3:0] ALUControl,
    output logic [31:0] ALUResult
);
    always_comb begin
        case (ALUControl)
            4'b0000: ALUResult = A & B;        
            4'b0001: ALUResult = A | B;        
            4'b0010: ALUResult = A + B;        
            4'b0110: ALUResult = A - B;        
            4'b0111: ALUResult = A ^ B;        
            4'b1000: ALUResult = A << B[4:0];  
            4'b1001: ALUResult = A >> B[4:0];  
            4'b1010: ALUResult = $signed(A) >>> B[4:0];  
            default: ALUResult = 32'b0;        
        endcase
    end
endmodule
$ cat ./run.sh
#!/bin/bash
# OpenROAD 26Q1-2900-gdf79404cd8, Yosys 0.63+post, stock flow scripts
make -C /OpenROAD-flow-scripts/flow DESIGN_CONFIG=/design/flow/config.mk WORK_HOME=/design/flow/orfs finish
==> flow_metrics.env <==
# source this file to load flow results
export IMPL_numPortBuffers=100
export IMPL_drive_above_1_share=0.0688
export IMPL_grt_pass1_wl_mm=50.5
export IMPL_max_slew_worst_pin_slew_ps=928
export IMPL_die_y_um=162
export IMPL_openroad_warnings=66
export IMPL_hp_class="input pin to primary output"
export IMPL_syn_mean_instance_area_um2=6.69
export IMPL_utilization=0.350
export IMPL_internal_power_mw=0.0914
export IMPL_flop_count=0
export IMPL_grt_pass1_vias=8485
export IMPL_chipArea_mm2=0.0262
export IMPL_place_gp_congestion=1.02
export IMPL_critPathLaunchType="input pin"
export IMPL_post_cts_buffers=0
export IMPL_grt_max_degree=74
export IMPL_gr_usage_met1=0.350
export IMPL_switching_share=0.592
export IMPL_place_area_mm2=0.00878
export IMPL_initial_core_util=0.305
export IMPL_fin_crit_ps=14200
export IMPL_fin_ws_ps=8100
export IMPL_rsz0062_at_grt="no"
export IMPL_post_drt_wl_per_cell_um=22.2
export IMPL_synthCells=1145
export IMPL_seq_area_frac_synth=0
export IMPL_power_density_mw_per_mm2=25.5
export IMPL_top_level_ports=100
export IMPL_n_fill_cell=2769
export IMPL_fmax_mhz=70.4
export IMPL_overflow=0
export IMPL_ctsHoldBuffers=0
export IMPL_place_inst=1508
export IMPL_syn_to_final_growth_pct=14.6
export IMPL_ys_cells=1145
export IMPL_regArea_um2=0
export IMPL_path_class="input pin to primary output"
export IMPL_grt_util_all_layers=0.256
export IMPL_final_area_mm2=0.00878
export IMPL_vias=8908
export IMPL_route_detailed_drc=0
export IMPL_path_max_fanout=60
export IMPL_cts_resized=0
export IMPL_outcome="finished, final reports clean"
export IMPL_ant_nets=0
export IMPL_power_switching_mw=0.132
export IMPL_ys_types=85
export IMPL_cap_violations=0
export IMPL_finalSetupTns_ps=0
export IMPL_drtPass1Iterations=6
export IMPL_first_iter_violations=907
export IMPL_cp_arrival_ps=9740
export IMPL_hold_viol_final=0
export IMPL_pre_cts_ws_ps=8200
export IMPL_maxSlewHeadroom=0.379
export IMPL_use_met3=0.0352
export IMPL_syn_cell_area_mm2=0.00766
export IMPL_drt_total_wl_mm=33.5
export IMPL_dp_hpwl_mm=26.6
export IMPL_setup_violations=0
export IMPL_end_kind="primary output"
export IMPL_die_x_um=162
export IMPL_yosys_warnings=1
export IMPL_core_area_mm2=0.0251
export IMPL_grt_use_met2=0.404
export IMPL_row_count=58
export IMPL_maxSlewViolCount=0
export IMPL_period_used=0.637
export IMPL_ys_area_mm2=0.00766
export IMPL_leakage_nw=3.70
export IMPL_busiest_layer="met2"
export IMPL_crit_required_ps=17840
export IMPL_grt_antenna_before_repair=0
export IMPL_nClkBuffers=0
export IMPL_finalNonFillerCells=1509
export IMPL_viasPerCell=5.90
export IMPL_peakVddDrop_uv=14.2
## cells in the final DEF, fill, tap and decap left out, types with 16 or more instances in the layout
| cell | instances |
|---|---|
| nand2b_1 | 16 |
| ha_1 | 97 |
| a22oi_1 | 20 |
| nor2_1 | 131 |
| a211oi_1 | 20 |
| xnor2_1 | 42 |
| a21o_1 | 17 |
| mux2_2 | 17 |
| nand3_1 | 18 |
| clkdlybuf4s50_1 | 95 |
| o211ai_1 | 23 |
| o21ai_0 | 84 |
| buf_4 | 20 |
| a21oi_1 | 119 |
| inv_1 | 78 |
| nand2_1 | 92 |
| a221oi_1 | 17 |
| mux2i_1 | 60 |
## routing by layer
layer	up-vias	share of wire
li1	4287	-
met4	0	0.048
met2	407	0.44
met3	74	0.080
met5	-	0
met1	4140	0.43
## cells by family after synthesis
| kind of cell | Yosys count | synth area share |
|---|---|---|
| buffers and inverters | 167 | 0.0960 |
| AND/OR/NAND/NOR | 337 | 0.207 |
| multiplexers | 90 | 0.140 |
| AND-OR/OR-AND | 403 | 0.338 |
| adder cells (fa/ha/maj) | 98 | 0.161 |
| XOR/XNOR | 50 | 0.0571 |
## worst max-delay path, cell delays in order
cell	delay, ps
buf_2	100
buf_4	310
inv_2	100
buf_4	530
ha_1	310
nor2b_1	240
and3_1	260
nand2_1	140
or3_1	480
nor4_1	210
nor2_1	80
xnor2_1	130
ha_1	400
a21o_1	230
a21o_1	170
a21o_1	200
a21o_1	180
a21oi_1	130
nor2_1	50
a21oi_1	170
mux2i_1	290
nand3_1	120
clkdlybuf4s50_1	440
## layout make-up
cell class | count | area [µm²] | share of cell area
diodes | 1 | 2.50 | 0.000285
inverters | 81 | 304 | 0.0346
multi-input cells | 978 | 6940 | 0.790
well taps | 330 | 413 | 0.0470
repair buffers | 119 | 1120 | 0.128
## power groups by stage
stage / Sequential [mW] / Combinational (mW) / Clock [mW]
4_1_cts: 0 / 0.221 / 0
5_1_grt: 0 / 0.243 / 0
## synthesized netlist by cell type, types with 5 or more instances
cell type / count / area share
nor2_1: 131 / 0.064
a21oi_1: 119 / 0.078
ha_1: 97 / 0.16
nand2_1: 92 / 0.045
o21ai_0: 84 / 0.055
inv_1: 78 / 0.038
mux2i_1: 60 / 0.078
clkbuf_1: 49 / 0.024
xnor2_1: 42 / 0.048
o211ai_1: 23 / 0.023
a211oi_1: 20 / 0.020
a22oi_1: 20 / 0.020
buf_2: 18 / 0.012
nand3_1: 18 / 0.012
a21o_1: 17 / 0.017
a221oi_1: 17 / 0.019
mux2_2: 17 / 0.025
nand2b_1: 16 / 0.013
a31oi_1: 14 / 0.011
nand4_1: 14 / 0.011
mux4_2: 12 / 0.035
nor2b_1: 11 / 0.0090
o31ai_1: 10 / 0.0098
o21ai_1: 9 / 0.0059
o221ai_1: 9 / 0.010
buf_1: 8 / 0.0039
nor3_1: 8 / 0.0052
xor2_1: 8 / 0.0091
and2_1: 7 / 0.0057
o2111ai_1: 7 / 0.0080
buf_4: 6 / 0.0059
o22ai_1: 6 / 0.0049
a221o_1: 5 / 0.0065
nor3b_1: 5 / 0.0049
nor4_1: 5 / 0.0041
## final timing paths
kind | startpoint | end | depth (start not counted)
setup / recovery | B[0] | ALUResult[29] | 23
hold / removal | B[3] | ALUResult[3] | 5
## stage by stage
stage	hold slack (ps)	total power, mW
finish	9930	0.224
global route	9980	0.243
CTS	9930	0.221
detailed placement	9910	0.219
global placement	9930	0.220
floorplan	9140	0.138
Power and IR drop assume default switching activity.

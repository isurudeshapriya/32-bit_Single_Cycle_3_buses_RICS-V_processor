$ cat /design/flow/config.mk
export PLATFORM = sky130hd
export DESIGN_NAME = RegisterFile
export DESIGN_NICKNAME = RegisterFile
export VERILOG_FILES = /design/flow/design.v
export SDC_FILE = /design/flow/constraint.sdc
export NUM_CORES = 4
export LEC_CHECK = 1
export CORE_UTILIZATION = 30
$ cat /design/flow/constraint.sdc
current_design RegisterFile

set clk_period 2.6
set clk_io_pct 0.2

create_clock -name clk0 -period $clk_period [get_ports {clk}]

set non_clock_inputs [all_inputs -no_clocks]
set_input_delay [expr $clk_period * $clk_io_pct] -clock clk0 $non_clock_inputs
set_output_delay [expr $clk_period * $clk_io_pct] -clock clk0 [all_outputs]
$ cat /design/flow/design.v
`timescale 1ns / 1ps
module RegisterFile(
    input logic clk,                    
    input logic rst_n,                 
    input logic [4:0] ReadRegister1,    
    input logic [4:0] ReadRegister2,    
    input logic [4:0] WriteRegister,    
    input logic RegWrite,              
    input logic [31:0] WriteData,       
    output logic [31:0] ReadData1,      
    output logic [31:0] ReadData2      
);
    logic [31:0] registers [31:0];
    always_ff @(posedge clk or negedge rst_n) begin
        if (!rst_n) begin
            ReadData1 <= '0;
            ReadData2 <= '0;
        end else begin
            ReadData1 <= registers[ReadRegister1];
            ReadData2 <= registers[ReadRegister2];
        end
    end
    always_ff @(posedge clk or negedge rst_n) begin
        if (!rst_n) begin
            for (int i = 0; i < 32; i = i + 1) begin
                registers[i] <= '0;
            end
        end else if (RegWrite) begin
            registers[WriteRegister] <= WriteData;
        end
    end
endmodule
$ cat /design/flow/run.sh
#!/bin/bash
# OpenROAD 26Q1-2900-gdf79404cd8, Yosys 0.63+post, stock flow scripts
make -C /OpenROAD-flow-scripts/flow DESIGN_CONFIG=/design/flow/config.mk WORK_HOME=/design/flow/orfs finish
==> impl_metrics.env <==
# flow metrics
export IMPL_p_comb_share_pct=15.2
export IMPL_dp_hpwl_um=236800
export IMPL_core_area_um2=176900
export IMPL_fp_dieW_um=424.9
export IMPL_cp_end_kind="output port"
export IMPL_p_sw_mw=15.42
export IMPL_area_leaders="dfrtp_1 51%, mux2_2 22%, a22oi_1 9.8%, nand2_1 1.6%, buf_2 1.5%"
export IMPL_synth_seq_share_pct=50.74
export IMPL_intPower_mw=35.48
export IMPL_grt_pass1_vias=47960
export IMPL_syn_cell_area_um2=53660
export IMPL_cts_sink_count=1088
export IMPL_yosysTopAreaCellShare_pct=50.74
export IMPL_routed_wl_um=329000
export IMPL_slew_viol_final=0
export IMPL_cp_start_kind="flip-flop"
export IMPL_clock_path_buffers=3
export IMPL_finalPower_mw=50.91
export IMPL_path_delay_family="flip-flops"
export IMPL_ant_nets=0
export IMPL_firstDrtPassIters=9
export IMPL_nFillCells=16670
export IMPL_tool_warnings=29
export IMPL_clk_latency_ns=0.84
export IMPL_clkPwrFrac_pct=37.7
export IMPL_track_usage_pct=37.46
export IMPL_synthToLayoutAreaGrowth_pct=30.55
export IMPL_layout_top_cell="dfrtp_1"
export IMPL_yosys_cells=4515
export IMPL_rows=154
export IMPL_critPathSlowestCell="dfrtp_1"
export IMPL_cts_made_buffers=132
export IMPL_floorplan_core_util_pct=30.34
export IMPL_cp_slowest_stage_delay_ns=0.54
export IMPL_synthDistinctLibCells=76
export IMPL_cts_htree_levels=4
export IMPL_root_buffer="clkbuf_16"
export IMPL_grt_overflow=0
export IMPL_swShare_pct=30.30
export IMPL_final_cell_mix="1088 x dfrtp_1, 1035 x mux2_2, 702 x a22oi_1"
export IMPL_fmax_mhz=415.7
export IMPL_top_area_cell="dfrtp_1"
export IMPL_drtIter0Drc=5129
export IMPL_place_area_um2=65570
export IMPL_synth_edff_count=0
export IMPL_syn_inst=4515
export IMPL_die_h_um=424.9
export IMPL_yosys_warnings=2
export IMPL_path_clk_slew_ns=0.06
export IMPL_drive_gt1_share_pct=41.83
export IMPL_cts_tree="done"
export IMPL_path_cells="clkdlybuf4s50_1"
export IMPL_r2r_end="ReadData1[11]"
export IMPL_r2r_start="registers[5][11]"
export IMPL_rrSetupSlack_ns=0.43
export IMPL_grt_max_degree=111
export IMPL_slew_limit_headroom_pct=33.23
export IMPL_finClkSkew_ns=0.03707
export IMPL_status="complete, no violations"
export IMPL_wl_per_cell_um=43.17
export IMPL_critical_path_class="flip-flop to output port"
export IMPL_ir_worst_vdd_mv=0.4911
export IMPL_ios=114
export IMPL_cp_max_fo=1
export IMPL_cp_arrival_ns=1.89
export IMPL_tightest_slew_ns=0.9992
export IMPL_gp_congestion=1.084
export IMPL_pwr_share_seq_pct=47.1
export IMPL_design_area_um2=70050
export IMPL_flop_cell="dfrtp_1"
export IMPL_required_ns=2.08
export IMPL_dr_total_vias=48560
export IMPL_yosys_register_bits=1088
export IMPL_fin_worst_hold_slack_ns=0.2110
export IMPL_rsz0062_at_grt="false"
export IMPL_maxCapViolCount=0
export IMPL_fin_util_pct=39.60
export IMPL_grt_antenna_before_repair=22
export IMPL_via_per_inst=6.372
export IMPL_yosys_area_um2=53660
export IMPL_fin_crit_sh_pct=92.53
export IMPL_p_leak_nw=30.61
export IMPL_min_period_ns=2.406
export IMPL_chip_area_um2=180600
export IMPL_rr_worst_depth=7
export IMPL_port_buffers=113
export IMPL_postSynthAreaPerCell_um2=11.88
export IMPL_critPathBufInv=1
export IMPL_holdCritPathClass="primary input to async pin"
export IMPL_grt_pass1_wl_um=438900
export IMPL_drc=0
export IMPL_async_reset_ff_share_pct=100.0
export IMPL_powerDensity_nw_per_um2=726.7
export IMPL_final_hold_viol_count=0
export IMPL_setup_violations=0
==> kinds of logic after synthesis <==
group / Yosys count / synth area share, %
and+or+nand+nor: 795 / 7.410
DFF: 1088 / 50.74
muxes: 1115 / 23.29
AOI/OAI and AO/OA: 1077 / 14.86
buffers and inverters: 440 / 3.705
==> routing by layer <==
layer	part of all wire (%)	track usage (%)	up-vias	routed length, µm
li1	-	-	18620	-
met1	38	48.73	25110	123800
met2	42	52.03	3562	138200
met3	13	16.92	1242	41720
met4	7.6	21.41	27	24920
met5	0.12	1.058	-	391
==> timing repair <==
action                    in CTS  in global routing
hold buffers                   1                  0
hold endpoints to repair      30                  0
resized                        0                  0
setup buffers                  0                  0
==> stage by stage <==
| stage | setup WS (ns) | std cells | TNS (ns) |
|---|---|---|---|
| after floorplan | 0.4019 | 4515 | 0 |
| after global placement | -0.4632 | 7368 | -17.14 |
| after detailed placement | -0.4592 | 7368 | -18.27 |
| after CTS | 0.1969 | 7607 | 0 |
| after global routing | 0.2228 | 7609 | 0 |
| final | 0.1942 | 7622 | 0 |
==> sequential cells by signal, indices dropped and copies added (netlist names) <==
register,flops
registers,1024
ReadData2,32
ReadData1,32
==> cells in the mapped netlist (all sizes together), types with 7 or more instances <==
cell	number
dfrtp	1088
mux2	1047
a22oi	702
buf	236
nand2	228
clkbuf	197
nor2	197
nand4	101
a21oi	98
nor3	75
mux2i	66
nand3	58
a22o	48
o21ai	46
nor4	32
a222oi	27
a31oi	22
a32oi	21
a221oi	17
and3	17
nor2b	15
nand3b	14
a2111oi	12
nand2b	12
a32o	10
a211oi	9
and2	9
o211ai	9
a221o	7
and4	7
o22a	7
o22ai	7
==> layout make-up <==
type,count,area [µm²],share of cell area [%]
Antenna cell,15,37.54,0.05358
Clock buffer,186,3757,5.364
Clock inverter,52,679.4,0.9699
Inverter,7,26.28,0.03751
Multi-Input combinational cell,2987,24980,35.65
Sequential cell,1088,27230,38.87
Tap cell,2340,2928,4.180
Timing Repair Buffer,947,10420,14.87
==> worst max-delay path by stage <==
stage,startpoint,to,slack (ns),cells past startpoint
CTS,ReadData1[1],ReadData1[1],0.20,1
global route,ReadData1[1],ReadData1[1],0.22,1
finish,ReadData1[1],ReadData1[1],0.19,1
==> power by group through the flow <==
| stage | Sequential, mW | Combinational, mW | Clock (mW) |
|---|---|---|---|
| 6_report | 24.0 | 7.72 | 19.2 |
| 5_1_grt | 24.2 | 8.15 | 20.0 |
| 4_1_cts | 23.8 | 7.62 | 19.4 |
No activity file was given, so power comes from the tool's default toggle rates.

==> flow/design.v <==
`timescale 1ns / 1ps
module datamemory #(
    parameter DM_ADDRESS = 9,
    parameter DATA_W = 32
)(
    input logic clk,
    input logic MemRead,               
    input logic MemWrite,              
    input logic [DM_ADDRESS-1:0] a,    
    input logic [DATA_W-1:0] wd,       
    output logic [DATA_W-1:0] rd       
);
    logic [DATA_W-1:0] mem [0:(1<<DM_ADDRESS)-1];
    always_comb begin
        if (MemRead)
            rd = mem[a];
        else
            rd = 'z;  
    end
    always_ff @(posedge clk) begin
        if (MemWrite)
            mem[a] = wd;
    end
endmodule
==> flow/run.sh <==
#!/bin/bash
# OpenROAD 26Q1-2900-gdf79404cd8, Yosys 0.63+post, stock flow scripts
make -C /OpenROAD-flow-scripts/flow DESIGN_CONFIG=/design/flow/config.mk WORK_HOME=/design/flow/orfs finish
==> flow/config.mk <==
export PLATFORM = sky130hd
export DESIGN_NAME = datamemory
export DESIGN_NICKNAME = datamemory
export VERILOG_FILES = /design/flow/design.v
export SDC_FILE = /design/flow/constraint.sdc
export NUM_CORES = 4
export LEC_CHECK = 1
export CORE_UTILIZATION = 30
export SYNTH_MEMORY_MAX_BITS = 65536
==> flow/constraint.sdc <==
current_design datamemory

set clk_period 117.6
set clk_io_pct 0.2

create_clock -name clk0 -period $clk_period [get_ports {clk}]

set non_clock_inputs [all_inputs -no_clocks]
set_input_delay [expr $clk_period * $clk_io_pct] -clock clk0 $non_clock_inputs
set_output_delay [expr $clk_period * $clk_io_pct] -clock clk0 [all_outputs]
==> impl_metrics.tcl <==
# place-and-route summary
set metrics [dict create \
    clock_tree_buf_depth 6 \
    postSynthAreaPerCell_um2 22.0 \
    grtUsageTotal 0.204 \
    ys_area_um2 626000 \
    run_status "finished with violations" \
    violations "max-capacitance violations, max-slew violations" \
    detail-route-antenna-nets 0 \
    vias_per_cell 5.21 \
    clock_sinks 16400 \
    max_clock_freq_ghz 0.0176 \
    worstMarginPinSlew_ps 1530 \
    drt_pass1_iterations 6 \
    dr.first_iter.drc_count 22900 \
    layout.area.comb_um2 131000 \
    floorplan.rows 530 \
    share_of_cells_above_drive_strength_1 0.269 \
    grt_pass1_wl_um 2730000 \
    grt_max_degree 148 \
    yosys_top_cell_by_instances "edfxtp_1" \
    setup_repair_after_global_routing_missed_its_margin "false" \
    cp_data_arrival_time_ps 33270 \
    clock_tree_from_tritoncts "yes" \
    top_area_cells_in_the_synthesized_netlist "edfxtp_1, mux4_2, mux2i_1" \
    route.detailed.drc 0 \
    finalWirelength_um 2010000 \
    fillerInstances 187000 \
    io_pins 76 \
    start_kind "input port" \
    crit_path_end_kind "output pin" \
    openroad.warnings 44 \
    final_core_util 0.349 \
    cts-hold-fix-buffers 0 \
    synthDominantAreaCellType "edfxtp_1" \
    synth_area_um2 626000 \
    hold_path.class "in2reg" \
    globalRouteOverflowTotal 0 \
    clock_tree.htree_level_count 7 \
    slew_viol_final 5 \
    detailedPlacementHpwl_um 1240000 \
    core_region_area_um2 2080000 \
    finalSetupViolCount 0 \
    grt_antenna_before_repair 197 \
    netlist.area_leader.share 0.785 \
    max_cap_viol_count 1 \
    numCtsBuffers 1656 \
    clock_tree.root_cell "clkbuf_16" \
    largest_reg_flops 16400 \
    setup-tns-final_ps 0 \
    crit_required_ps 94080 \
    vdd_drop_max_v 0.0000154 \
    total_leakage_power_nw 223 \
    die-width_um 1450 \
    post_cts_setup_buffer_count 0 \
    postSynthRegisterBits 16400 \
    floorplan.core_util 0.301 \
    synth_warnings 2 \
    hold_viol 0 \
    cts-resized-gates 0 \
    post_layout_nonfiller_instances 60000 \
    yosys-stat-cells 28500 \
    critical_path.max_fanout 57 \
    grt_pass1_vias 342000 \
    synth_cells 28500 \
    power-per-cell-area_nw_per_um2 16.7 \
    final_worst_path_period_need_ps 56790 \
    routedWlPerCell_um 33.5 \
    finalWeightedCongestion 0.930 \
    common_cells "edfxtp_1, mux4_2, mux2i_1, buf_2, a22oi_1" \
    placement.io_buffers 74 \
    die_y_um 1450 \
    critPathKind "in2out" \
    synth_cell_type_count 79 \
    maxSlewHeadroom -0.0216 \
    chipArea_um2 2090000 \
    postSynthSeqShare 0.785 \
    clk_pin_slew_ps 60 \
    area_growth_syn_to_layout_pct 15.9 \
    post-route-period-util 0.483 \
    sequential_cell_area_um2 492000 \
    enable_flop_cells 16400 \
    route.vias.total 312000 \
    post_synthesis_async_set_or_reset_flop_share 0 \
    place.detailed.instances 56500 \
    dominantRegCellSynth "edfxtp_1" \
]
## cells by family after synthesis
family,synth area share
compound gates,0.0318
flops,0.785
buf+inv,0.0139
simple gates,0.0178
mux,0.151
## metal layers
layer	global-route usage	up-vias	routed length, um
met5	0.0774	-	16900
met4	0.109	308	137000
met3	0.221	4383	478000
met2	0.281	26100	873000
met1	0.166	155000	504000
li1	-	126000	-
## critical path, stage by stage
cell and delay (ps):
buf_16 300, buf_4 670, buf_4 670, buf_4 680, buf_4 670, buf_4 680
buf_4 590, buf_4 650, mux4_2 400, mux4_2 530, a211oi_2 940, o211ai_1 200
buf_4 270, nor4_2 340, buf_4 390, nand4b_1 770, clkdlybuf4s50_1 650
## path summary, 6_finish.rpt
path	slack (ps)	cells after the start	from	endpoint
min	22580	1	wd[31]	mem[57][31]
max	60810	17	a[1]	rd[18]
## report_power, final
| part | internal (mW) | leakage (nW) | switching, mW |
|---|---|---|---|
| logic | 0.182 | 50.9 | 0.421 |
| clock network | 2.89 | 25.0 | 2.17 |
| registers | 6.43 | 147 | 0.00146 |
| total | 9.50 | 223 | 2.59 |
## per-stage QoR
stage	power (mW)	worst slack, ps	hold WS [ps]	instance area [um2]
after global routing	12.4	60500	22540	726000
after detailed placement	7.15	61190	23940	674000
final	12.1	60810	22580	726000
after CTS	12.1	61170	22480	725000
after floorplan	6.82	68100	23620	626000
after global placement	7.14	61260	23940	674000
## cells in the final DEF, fill, tap and decap left out, types with 399 or more instances in the layout
master / n
a21oi_1: 444
a22oi_1: 614
buf_4: 1875
clkbuf_16: 1678
clkinv_1: 399
diode_2: 566
edfxtp_1: 16400
mux2i_1: 1596
mux4_2: 3354
nand2_1: 532
nand4_1: 452
nor2_4: 518
o22ai_1: 423
## cell type report
type	instances	share of cell area
Sequential cell	16400	0.678
Multi-Input combinational cell	10400	0.180
Clock buffer	2040	0.0597
Tap cell	27700	0.0477
Timing Repair Buffer	1989	0.0217
Clock inverter	904	0.0107
Antenna cell	566	0.00195
Inverter	33	0.000198
No activity file was given, so power comes from the tool's default toggle rates.
